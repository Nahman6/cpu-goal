==> design/flow/design.v <==
module register_file (
    input clk,
    input [2:0] read_reg1,
    input [2:0] read_reg2,
    input [2:0] write_reg,
    input [7:0] write_data,
    input reg_write_en,
    output [7:0] read_data1,
    output [7:0] read_data2
);
    reg [7:0] registers [7:0];  
    initial begin
        registers[2] = 8'd5;    
        registers[3] = 8'd7;    
    end
    assign read_data1 = registers[read_reg1];
    assign read_data2 = registers[read_reg2];
    always @(posedge clk) begin
        if (reg_write_en)
            registers[write_reg] <= write_data;
    end
endmodule
==> design/flow/run.sh <==
#!/bin/bash
# OpenROAD 26Q1-2900-gdf79404cd8, Yosys 0.63+post, stock flow scripts
make -C /OpenROAD-flow-scripts/flow DESIGN_CONFIG=/design/flow/config.mk WORK_HOME=/design/flow/orfs finish
==> design/flow/config.mk <==
export PLATFORM = sky130hd
export DESIGN_NAME = register_file
export DESIGN_NICKNAME = register_file
export VERILOG_FILES = /design/flow/design.v
export SDC_FILE = /design/flow/constraint.sdc
export NUM_CORES = 4
export LEC_CHECK = 1
export CORE_UTILIZATION = 40
==> design/flow/constraint.sdc <==
current_design register_file

set clk_period 2.2
set clk_io_pct 0.2

create_clock -name clk0 -period $clk_period [get_ports {clk}]

set non_clock_inputs [all_inputs -no_clocks]
set_input_delay [expr $clk_period * $clk_io_pct] -clock clk0 $non_clock_inputs
set_output_delay [expr $clk_period * $clk_io_pct] -clock clk0 [all_outputs]
==> deck_impl_summary.md <==
Flow Results at a Glance

Outcome
  – Status: complete, no violations

GRT
  – Gr usage total: 0.183
  – Global-route wire length before repair: a little under 10000 um
  – Largest net degree at the start of global routing: 12
  – Number of global-route vias before repair: 1789
  – Overflow after GRT: 0
  – Initial antenna violation count: 0

Routing
  – Post-DRT Antenna Nets: 0
  – DRT Pass-1 Iters: 4
  – Vias: 1624
  – Drc violations: 0
  – Via/cell ratio: 5.34
  – N_diodes: 0
  – Final WL: 6380 um
  – Drt wl/cell: between 20 and 25 um
  – DRT iter0 DRCs: 111

Power
  – Net Sw Frac: 0.204
  – Comb power frac: 0.134
  – Leak pwr: 1.41 nW
  – Internal Pwr Total: 2.13 mW
  – Total Power: approximately 2.7 mW
  – Net Sw Power: 0.547 mW
  – VDD IR max: 0.394 mV
  – Share of power burned in registers: 0.523
  – Pwr dens: 675 mW/mm^2
  – Clock Power Share: 0.343

Final timing
  – Final Hold Violation Tally: 0
  – Relative slew slack: 0.821
  – Fin crit share: 0.988
  – RSZ-0062 raised after global routing: true
  – Worst-margin pin slew: around 0.27 ns
  – Pins over their slew limit: 0
  – Fin crit period: 2.17 ns
  – Setup_tns: 0 ns
  – Final setup fails: 0
  – FMAX: 460 MHz
  – WHS: 0.840 ns

Floorplan
  – Chip height: 89.7 um
  – Die ar.: 0.00805 sq mm
  – I/O pin cnt: 35
  – Starting Density: 0.420
  – Core Region: around 0.0073 sq mm
  – Num rows: 31
  – Die X: 89.7 um

Synthesis
  – Synth Seq Share: 0.624
  – Post-synth regs: 64
  – Synthesized instance count: 135
  – Avg Inst Size Synth: approximately 23 sq um
  – Syn. warnings: 1
  – Synth Cell Area: 0.00308 sq mm
  – Yosys chip area: 0.00308 sq mm
  – # Cells Yosys: around 140
  – Cell variety after synth: 13

Setup path
  – Worst Setup End Kind: output pin
  – Worst Path Required: 1.76 ns
  – CP startpoint kind: input port
  – Max Fanout on Critical Path: 5
  – Type of the worst setup path: in2out
  – Crit path arrival time: 1.73 ns

Run
  – Tool warning count: 27
  – Max Cap Violations: 0

Finish
  – Top cell excl fill/tap: edfxtp_1
  – Comb gate area: 0.00102 sq mm
  – Max reg flops: ~64
  – Area Growth Syn to Fin: 29.0%
  – Top reg by flops: registers
  – Most common logic cells in the final layout: edfxtp_1, mux4_2, mux2_4, buf_4, clkdlybuf4s50_1
  – Largest regs: registers (64)
  – Ratio of cells with drive above 1 in the final layout: 0.483
  – Filler cell count: 551
  – Reg area: 0.00192 sq mm

Min path
  – Hold EP: registers[1][0]
  – Hold Crit Start: write_data[0]
  – Worst hold-check path type: in2reg
  – Hold path depth: 1

Placed design
  – Post-DP HPWL: 3810 um
  – Routability Congestion: 0.722
  – IO buf count: 34

CTS
  – H-tree levels: 3
  – Maximum root-to-sink buffer count: 2
  – Clk sinks: roughly 64
  – CTS clock-pin slew for the worst setup and hold paths: 0.06 ns
  – TritonCTS clock tree: yes
  – Root Buffer: clkbuf_8
  – Total CTS buffers: 9
  – Hold buffers post-CTS: 0
## synthesized netlist by cell type
library cell	instances	area, sq um
buf_1	2	7.51
buf_12	2	40.0
buf_2	2	10.0
buf_6	2	22.5
clkbuf_1	2	7.51
edfxtp_1	64	1920
mux2_2	16	180
mux4_1	29	762
mux4_2	3	67.6
nand2_1	2	7.51
nand2b_1	3	18.8
nor2_1	6	22.5
nor3_1	2	10.0
## routing by layer
layer  track usage  share of wire  vias to the layer above  wire, um
li1              -              -                      715         -
met5             0              0                        -         0
met2         0.272           0.51                       95      3250
met4        0.0287          0.016                        0        99
met1         0.247           0.35                      804      2250
met3         0.120           0.12                       10       780
## final cells by class
cell class,instances,share of cell area
repair buffers,64,0.181
multi-input cells,61,0.257
clock inverters,7,0.0158
well taps,99,0.0312
flip-flops and latches,64,0.484
clock buffers,9,0.0312
## logic make-up (layout without fill, tap and decap cells)
logic type | Yosys count | in the layout | synth area share
buffers and inverters | 10 | 80 | 0.0285
AND/OR/NAND/NOR | 13 | 13 | 0.0191
multiplexers | 48 | 48 | 0.328
flip-flops | 64 | 64 | 0.624
## worst max-delay path by stage
stage | start | to | slack [ns]
global route | registers[5][4] | read_data1[4] | -0.04
finish | read_reg2[0] | read_data2[5] | 0.03
CTS | registers[1][1] | read_data2[1] | -0.16
## per-stage QoR
stage / util / area [sq um] / setup slack (ns) / std cells
2_1_floorplan: - / 3080 / 0.308 / 135
3_3_place_gp: 0.494 / 3620 / -0.661 / 274
3_5_place_dp: 0.494 / 3620 / -0.669 / 274
4_1_cts: 0.534 / 3910 / -0.155 / 301
5_1_grt: 0.542 / 3970 / -0.0369 / 304
6_report: 0.542 / 3970 / 0.0264 / 304
## worst max-delay path, cell delays in order
cell	delay, ns
buf_12	0.09
buf_12	0.11
buf_6	0.09
mux4_2	0.49
mux2_4	0.27
dlygate4sd2_1	0.24
## what timing repair did
item,4_1_cts,5_1_grt
cloned,2,0
setup buffers,9,6
endpoints found under the hold margin,0,0
setup endpoints to repair,16,11
resized,94,16
## power by group through the flow
stage                 registers, mW  clock network (mW)  logic [mW]
after global routing           1.40                1.01       0.385
final                          1.40               0.919       0.358
after CTS                      1.40               0.943       0.352
Power is estimated from default activity; no workload was simulated.
