[flow/design.v]
module alu (
    input [7:0] a,
    input [7:0] b,
    input [2:0] alu_op,
    output reg [7:0] result
);
    always @(*) begin
        case (alu_op)
            3'b000: result = a + b;    
            3'b001: result = a - b;    
            3'b010: result = a & b;    
            default: result = 8'd0;    
        endcase
    end
endmodule
[flow/run.sh]
#!/bin/bash
# OpenROAD 26Q1-2900-gdf79404cd8, Yosys 0.63+post, stock flow scripts
make -C /OpenROAD-flow-scripts/flow DESIGN_CONFIG=/design/flow/config.mk WORK_HOME=/design/flow/orfs finish
[flow/config.mk]
export PLATFORM = sky130hd
export DESIGN_NAME = alu
export DESIGN_NICKNAME = alu
export VERILOG_FILES = /design/flow/design.v
export SDC_FILE = /design/flow/constraint.sdc
export NUM_CORES = 4
export LEC_CHECK = 1
export CORE_AREA = 10 10 75 75
export DIE_AREA = 0 0 85 85
[flow/constraint.sdc]
current_design alu

set clk_period 7.8
set clk_io_pct 0.2

create_clock -name clk0 -period $clk_period

set non_clock_inputs [all_inputs -no_clocks]
set_input_delay [expr $clk_period * $clk_io_pct] -clock clk0 $non_clock_inputs
set_output_delay [expr $clk_period * $clk_io_pct] -clock clk0 [all_outputs]
==> Slide: Implementation Results <==
Key Metrics from the Run

Outcome
  • Outcome: complete, no violations

Run
  • Max cap viols: 0
  • Tally of OpenROAD warnings: 33

Floorplan
  • Ports: 27
  • Rows: 23
  • Init Core Util: 14.15%
  • Chip Area: 7225 sq um
  • Core Footprint: 4058 sq um
  • Die height: 85 um
  • Horiz. Die Dim: 85 um

STA
  • Worst slew pin tran: 602.1 ps
  • Final Cycle Share: 81.03%
  • Final hold violation count: 0
  • Final count of negative-setup-slack endpoints: 0
  • Fin worst setup slack: 1480 ps
  • RSZ-0062 raised after global routing: no
  • Min cycle time layout: 6320 ps
  • Max_slew headroom: 59.68%
  • Final Slew Violations: 0
  • Final TNS setup: 0 ps
  • F_max: 0.1582 GHz

Critical path
  • Worst path arrival time: 4760 ps
  • Crit. End Element: output pin
  • WP data required: 6240 ps
  • CP most frequent cell: clkdlybuf4s50_1
  • Slowest CP cell: clkdlybuf4s50_1
  • CP top delay family: buffers and inverters
  • Setup crit start: alu_op[2]
  • Crit. path cell count: 12
  • Largest stage delay, worst path: 510 ps
  • WP buf/inv: 2
  • WS Path Type: in -> out
  • Startpoint type of the worst setup path: input port
  • Crit Path Max Fanout: 9
  • Worst setup endpoint: result[6]
  • CP Cell Sequence: clkdlybuf4s50_1 > or2_1 > nor2_8 > mux2_1 > fa_1 > nor2b_1 > o21ai_2 > a21boi_1 > o21a_1 > nor3_1 > o31ai_1 > clkdlybuf4s50_1

Global route
  • Largest net degree at the start of global routing: 10
  • Remaining global-route overflow: 0
  • GRT Total Usage: 4.373%
  • Met2 GRT Util: 7.153%
  • Vias in the first global route: 563
  • Met3 Usage GRT: 0.6744%
  • Most Crowded Layer GR: met2
  • First-pass GRT wire length: 2725 um
  • GR Util met1: 6.229%
  • Initial antenna violation count: 0

CTS
  • Hold-fix buffers at CTS: 0
  • Resized Gates After CTS: 0
  • Setup bufs post-CTS: 0

Synthesis
  • Post-Synthesis Cells: 76
  • Top-count cell post-synth: ha_1
  • Yosys warns: 1
  • Yosys stat area: 574.3 sq um
  • Top cells by area: ha_1, xnor2_1, nand3_1
  • Avg Synthesized Cell Area: 7.557 sq um
  • Synth Seq Share: 0%
  • Ys cells: 76
  • Synth cell types: 28
  • Top-area cell share: 19.61%
  • Leading area contributor after synthesis: ha_1
  • Synth cell count leaders: ha_1, inv_1, nand3_1, xnor2_1, o21ai_0
  • Cell area after synthesis: 574.3 sq um

Layout
  • FF+latch area: 0 sq um
  • Clock buffer count: 0
  • Flop count: 0
  • Share of layout cells above drive strength 1: 5.882%
  • Final instance area: 895.9 sq um
  • Synthesis-to-finish area growth: 55.99%

Drt
  • Antenna diodes: 0
  • DR WL/cell: 11.42 um
  • DRT iter0 DRCs: 19
  • DRC: 0
  • Via/cell ratio: 3.980
  • Drt total wl: 1736 um
  • Post-route antenna net violation count: 0
  • Vias: 605
  • First-pass DRT Iterations: 4

Power and ir drop
  • Cell-internal power: 35.55 uW
  • Switching Share: 43.81%
  • Peak supply drop: 16.03 uV
  • Logic pwr share: 100.0%
  • P_leak: 0.3512 nW
  • Power density over the cells: 70.63 nW/um^2
  • Seq pwr share: 0%
  • Clock power share: 0%
  • Sw power: 27.72 uW
  • Overall power: 63.27 uW

Worst hold path
  • Hold path cells: 4
  • Hold Crit Class: in -> out

Placement
  • Cell Area, Placed: 895.9 sq um
  • Routability congestion estimate from global placement: 0.8233
  • Input/output buffers: 27
  • Dpl ws: 1451 ps
  • Detail Placement HPWL: 1534 um
==> layout make-up <==
class / count / area (sq um)
Fill cell: 443 / 3162
Multi-Input combinational cell: 68 / 536.8
Timing Repair Buffer: 27 / 270.3
Tap cell: 50 / 62.56
Inverter: 7 / 26.28
==> power groups by stage <==
stage	Clock, mW	Sequential, mW	Combinational, mW
after CTS	0	0	0.0641
after global routing	0	0	0.0706
final	0	0	0.0633
==> layer usage <==
layer	share of wire, %	wire length, um	vias to the layer above
met3	4.3	74	0
met4	0	0	0
met5	0	0	-
met1	52	899	264
li1	-	-	326
met2	44	762	15
==> kinds of logic (layout without fill, tap and decap cells) <==
| kind of cell | after synthesis | in the layout | synth area share (%) |
|---|---|---|---|
| buf+inv | 8 | 34 | 6.537 |
| simple gates | 25 | 25 | 27.67 |
| compound gates | 21 | 21 | 22.66 |
| mux | 1 | 1 | 1.961 |
| xor+xnor | 11 | 11 | 18.08 |
| fa+ha+maj | 10 | 10 | 23.09 |
==> per-stage QoR <==
step                utilization (%)  std cells  hold slack, ps
floorplan                         -         76            3194
global placement              22.08        152            4117
detailed placement            22.08        152            4113
CTS                           22.08        152            4115
global route                  22.08        152            4151
finish                        22.08        152            4102
==> cells in the final DEF, fill, tap and decap left out, types with 2 or more instances in the layout <==
cell	netlist	routed
clkdlybuf4s50_1	0	27
ha_1	9	9
inv_1	7	7
xnor2_1	7	7
nand3_1	7	7
o21ai_0	5	5
a21oi_1	4	4
nor3_1	4	4
nor2_1	4	4
nand2_1	4	4
xor2_1	3	3
a31oi_1	2	2
o21a_1	2	2
o31ai_1	2	2
o21ai_1	2	2
==> how the worst min path moves through the flow <==
stage,start,endpoint
6_report,b[7],result[7]
5_1_grt,b[7],result[7]
4_1_cts,b[7],result[7]
Power is estimated from default activity; no workload was simulated.
